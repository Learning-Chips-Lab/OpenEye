$ cat flow/design.v
`timescale 1ns / 1ps
module varlenFIFO 
#(
  parameter DATA_WIDTH = 8,
  parameter DEPTH = 16
)(
  input wire                    clk_i,
  input wire                    rst_ni,
  input wire                    wr_en,
  input wire                    rd_en,
  input wire                    new_stream_i,
  input wire [DATA_WIDTH-1:0]   data_i,
  output reg [DATA_WIDTH-1:0]   data_o,
  output reg                    empty,
  output reg                    full
);
  reg [DATA_WIDTH-1:0]       flat_help_var;  
  reg [DATA_WIDTH*DEPTH-1:0] memory;
  reg [$clog2(DEPTH)-1:0]    write_ptr;  
  reg [$clog2(DEPTH)-1:0]    read_ptr;  
  reg [$clog2(DEPTH):0]      count;
  always @(posedge clk_i, negedge rst_ni) begin
    if (!rst_ni) begin   
      read_ptr      <= 0;
      count         <= 0;
      data_o        <= 0;
      write_ptr     <= 0;
      flat_help_var <= 0;
      empty         <= 1;
      full          <= 0;
    end
    else begin
      if (rd_en) begin  
        if (count > 0) begin  
          flat_help_var = 0;
          for (int b=0; b<DATA_WIDTH; b=b+1) begin
            flat_help_var[b] = memory[read_ptr * DATA_WIDTH + b];
          end
          data_o        <= flat_help_var;
          flat_help_var  = 0;
          read_ptr      <= read_ptr + 1;
          count         <= count - 1;
          full          <= 0;
          if ((count - 1) == 0) begin
            empty <= 0;
          end
        end
        else begin
          data_o <= data_i;
        end
      end
      if (wr_en && count < DEPTH) begin  
        flat_help_var = data_i;
        for (int b=0; b<DATA_WIDTH; b=b+1) begin
          memory[write_ptr * DATA_WIDTH + b] = flat_help_var[b];
        end
        flat_help_var      = 0;
        write_ptr         <= write_ptr + 1;
        count             <= count + 1;
        empty             <= 0;
        if ((count + 1) == DEPTH) begin
          full <= 1;
        end
      end
      if (rd_en && wr_en) begin  
        count <= count;
        empty <= empty;
        full  <= full;
      end
      if (new_stream_i) begin  
        write_ptr <= 0;
        read_ptr  <= 0;
        count     <= 0;
        empty     <= 1;
        full      <= 0;
      end
    end
  end
endmodule
$ cat flow/config.mk
export PLATFORM = sky130hd
export DESIGN_NAME = varlenFIFO
export DESIGN_NICKNAME = varlenFIFO
export VERILOG_FILES = /design/flow/design.v
export SDC_FILE = /design/flow/constraint.sdc
export NUM_CORES = 4
export LEC_CHECK = 1
export CORE_UTILIZATION = 30
$ cat flow/run.sh
#!/bin/bash
# OpenROAD 26Q1-2900-gdf79404cd8, Yosys 0.63+post, stock flow scripts
make -C /OpenROAD-flow-scripts/flow DESIGN_CONFIG=/design/flow/config.mk WORK_HOME=/design/flow/orfs finish
$ cat flow/constraint.sdc
current_design varlenFIFO

set clk_period 6.7
set clk_io_pct 0.2

create_clock -name clk0 -period $clk_period [get_ports {clk_i}]

set non_clock_inputs [all_inputs -no_clocks]
set_input_delay [expr $clk_period * $clk_io_pct] -clock clk0 $non_clock_inputs
set_output_delay [expr $clk_period * $clk_io_pct] -clock clk0 [all_outputs]
==> impl_results.html <==
<h2>Implementation results</h2>
<table>
<tr><th>Metric</th><th>Value</th></tr>
<tr><th colspan="2">Status</th></tr>
<tr><td>Result of the run</td><td>finished, final reports clean</td></tr>
<tr><th colspan="2">Final timing</th></tr>
<tr><td>Final TNS setup</td><td>0 ns</td></tr>
<tr><td>Final tally of max-slew violations</td><td>0</td></tr>
<tr><td>Worst Hold Slack</td><td>~0.49 ns</td></tr>
<tr><td>Final tally of hold violations</td><td>0</td></tr>
<tr><td>Tightest slew margin relative to the limit</td><td>0.318</td></tr>
<tr><td>Shortest period the worst path allows</td><td>around 3.3 ns</td></tr>
<tr><td>Final setup margin</td><td>approximately 3.4 ns</td></tr>
<tr><td>Worst Max-Slew Pin Slew</td><td>1.02 ns</td></tr>
<tr><td>Largest clock skew in the final design</td><td>about 0.0079 ns</td></tr>
<tr><td>Period utilization</td><td>0.491</td></tr>
<tr><td>Peak clock frequency supported by timing</td><td>304 MHz</td></tr>
<tr><td>Total of endpoints with negative setup slack in the final report</td><td>0</td></tr>
<tr><td>RSZ-0062 raised after global routing</td><td>false</td></tr>
<tr><th colspan="2">Finish</th></tr>
<tr><td>Comb. cell area</td><td>3340 µm²</td></tr>
<tr><td>Share of final-layout standard cells stronger than drive strength 1</td><td>0.120</td></tr>
<tr><td>Layout overhead on the synthesized area</td><td>14.0%</td></tr>
<tr><td>Number of filler cells placed in the layout</td><td>~2.6k</td></tr>
<tr><td>Reg area</td><td>about 4400 µm²</td></tr>
<tr><td>Number of standard cells in the final layout excluding fillers</td><td>996</td></tr>
<tr><td>Share of the core filled with cells</td><td>0.350</td></tr>
<tr><th colspan="2">Global routing</th></tr>
<tr><td>Vias in the first global route</td><td>about 5.7k</td></tr>
<tr><td>Most Crowded Layer GR</td><td>met2</td></tr>
<tr><td>Met2 usage in global routing</td><td>0.253</td></tr>
<tr><td>Total routing usage reported by global routing</td><td>0.170</td></tr>
<tr><td>First-pass GRT wire length</td><td>33100 µm</td></tr>
<tr><td>Largest net degree at the start of global routing</td><td>approximately 130</td></tr>
<tr><td>GR Overflow Total</td><td>0</td></tr>
<tr><td>Number of antenna violations at the first check in global routing</td><td>0</td></tr>
<tr><td>GRT met3 Usage</td><td>0.0705</td></tr>
<tr><td>Met1 track utilization from global routing</td><td>0.248</td></tr>
<tr><th colspan="2">Clock tree</th></tr>
<tr><td>Number of clock sinks seen by CTS</td><td>151</td></tr>
<tr><td>H-tree lvl count</td><td>4</td></tr>
<tr><td>Total CTS buffers</td><td>17</td></tr>
<tr><td>Clock edge transition at the registers on the reported setup and hold paths</td><td>roughly 0.060 ns</td></tr>
<tr><td>Root buffer cell</td><td>sky130_fd_sc_hd__clkbuf_16</td></tr>
<tr><td>Clock insertion delay at the later pin of the skew report</td><td>around 0.43 ns</td></tr>
<tr><td>Maximum number of buffers from clock root to sink</td><td>2</td></tr>
<tr><td>Number of buffers added for setup after CTS</td><td>0</td></tr>
<tr><td>Number of hold buffers added after CTS</td><td>0</td></tr>
<tr><td>Resized cells post-CTS</td><td>0</td></tr>
<tr><td>CTS tree</td><td>done</td></tr>
<tr><th colspan="2">Power</th></tr>
<tr><td>Worst VDD drop</td><td>between 0.15 and 0.2 mV</td></tr>
<tr><td>Combinational power share</td><td>0.178</td></tr>
<tr><td>Sequential power share</td><td>0.450</td></tr>
<tr><td>Share of total power in the clock network</td><td>0.372</td></tr>
<tr><td>Switching power</td><td>roughly 0.7 mW</td></tr>
<tr><td>Internal portion of total power</td><td>1.91 mW</td></tr>
<tr><td>Fraction of power spent switching nets</td><td>0.271</td></tr>
<tr><td>Power density normalized to cell area</td><td>roughly 290 nW/µm²</td></tr>
<tr><td>Leakage power</td><td>3.05 nW</td></tr>
<tr><th colspan="2">Yosys</th></tr>
<tr><td>Yosys warns</td><td>1</td></tr>
<tr><td>Cell count after synthesis</td><td>641</td></tr>
<tr><td>Yosys synthesis chip area</td><td>~8000 µm²</td></tr>
<tr><td>Synth area leader</td><td>sky130_fd_sc_hd__edfxtp_1</td></tr>
<tr><td>Flops &amp; latches, synth</td><td>between 150 and 200</td></tr>
<tr><td>Ranking of synthesized cells by area</td><td>sky130_fd_sc_hd__edfxtp_1, sky130_fd_sc_hd__o2bb2ai_1, sky130_fd_sc_hd__dfrtp_1, sky130_fd_sc_hd__mux4_2, sky130_fd_sc_hd__nand2_1</td></tr>
<tr><td>Post-synthesis area per instance</td><td>between 10 and 15 µm²</td></tr>
<tr><td>Post-Synthesis Cell Area</td><td>between 8000 and 9000 µm²</td></tr>
<tr><td>Most common reg cell</td><td>sky130_fd_sc_hd__edfxtp_1</td></tr>
<tr><td>Distinct lib cells</td><td>approximately 53</td></tr>
<tr><td>Part of the Yosys area used for sequential elements</td><td>0.551</td></tr>
<tr><td>Number of cells in Yosys stat</td><td>641</td></tr>
<tr><td>Synth top area share</td><td>0.479</td></tr>
<tr><td>Fraction of registers with async set/reset</td><td>0.152</td></tr>
<tr><td>Flip-flops with a built-in enable</td><td>128</td></tr>
<tr><th colspan="2">Job</th></tr>
<tr><td># Max-Cap Violations</td><td>0</td></tr>
<tr><td>Log Warnings</td><td>36</td></tr>
<tr><th colspan="2">Setup path</th></tr>
<tr><td>Worst reg-to-reg setup slack</td><td>around 3.4 ns</td></tr>
<tr><td>Critical Path Source</td><td>write_ptr[3]</td></tr>
<tr><td>Highest fanout seen on the critical path</td><td>23</td></tr>
<tr><td>Endpoint of the most critical setup path</td><td>memory[80]</td></tr>
<tr><td>Arrival time reported for the critical path endpoint</td><td>3.47 ns</td></tr>
<tr><td>Setup CP Type</td><td>flop to flop</td></tr>
<tr><td>Reg2Reg Capture Point</td><td>memory[80]</td></tr>
<tr><td>Worst setup SP type</td><td>flop</td></tr>
<tr><td>Cell breakdown of the critical path</td><td>clkinv_1 &gt; ha_1 &gt; or3_1 &gt; nor2_1 &gt; mux2_2</td></tr>
<tr><td>Number of cell instances on the worst register-to-register path</td><td>5</td></tr>
<tr><td>Required time of the critical path</td><td>just under 7 ns</td></tr>
<tr><td>Type of element capturing the critical path</td><td>flop</td></tr>
<tr><td>Delay of the slowest critical-path stage</td><td>roughly 0.83 ns</td></tr>
<tr><td>Master of the slowest instance on the critical path</td><td>sky130_fd_sc_hd__dfrtp_1</td></tr>
<tr><td>R2r startpoint</td><td>write_ptr[3]</td></tr>
<tr><th colspan="2">Routing</th></tr>
<tr><td>Final routed DRC violation total</td><td>0</td></tr>
<tr><td>Number of antenna cells inserted</td><td>0</td></tr>
<tr><td>Detailed Route Iter0 Violations</td><td>about 570</td></tr>
<tr><td>Drt pass-1 iters</td><td>22</td></tr>
<tr><td>Routed length per instance</td><td>between 20 and 25 µm</td></tr>
<tr><td>Final Routed Wirelength</td><td>around 21000 µm</td></tr>
<tr><td>Post-DRT Antenna Nets</td><td>0</td></tr>
<tr><td>Number of vias per cell after detailed routing</td><td>roughly 5.7</td></tr>
<tr><td>Routed vias</td><td>roughly 5.7k</td></tr>
<tr><th colspan="2">Die</th></tr>
<tr><td>Die Y</td><td>approximately 170 µm</td></tr>
<tr><td>Fp util</td><td>0.307</td></tr>
<tr><td>Placeable Area</td><td>26100 µm²</td></tr>
<tr><td>Die outline width</td><td>between 150 and 200 µm</td></tr>
<tr><td>Site Rows</td><td>a little under 60</td></tr>
<tr><td>I/O pins</td><td>23</td></tr>
<tr><td>Area enclosed by the die boundary</td><td>27400 µm²</td></tr>
<tr><th colspan="2">Place</th></tr>
<tr><td>Buffers on Ports</td><td>22</td></tr>
<tr><td>GP Congestion</td><td>around 0.9</td></tr>
<tr><td>Worst Setup Slack post-DPL</td><td>roughly 3.1 ns</td></tr>
<tr><td>Total placed cells including tap cells</td><td>964</td></tr>
<tr><td>Half-perimeter wire length of the detailed placement result</td><td>13900 µm</td></tr>
<tr><th colspan="2">Worst hold path</th></tr>
<tr><td>Hold WC Path Type</td><td>flop to flop</td></tr>
</table>
-- power groups by stage --
stage	combinational [mW]	clock, mW	sequential [mW]
6_report	0.466	0.975	1.18
5_1_grt	0.508	1.03	1.19
4_1_cts	0.466	0.991	1.18
-- Yosys cell counts (4+ instances only) --
cell / instances
sky130_fd_sc_hd__buf_2: 11
sky130_fd_sc_hd__buf_1: 10
sky130_fd_sc_hd__a21oi_1: 11
sky130_fd_sc_hd__clkbuf_1: 18
sky130_fd_sc_hd__dfrtp_1: 22
sky130_fd_sc_hd__o2bb2ai_1: 76
sky130_fd_sc_hd__xnor2_1: 6
sky130_fd_sc_hd__nand2b_1: 13
sky130_fd_sc_hd__edfxtp_1: 128
sky130_fd_sc_hd__nor2b_1: 10
sky130_fd_sc_hd__nand4_1: 4
sky130_fd_sc_hd__inv_1: 13
sky130_fd_sc_hd__a22o_1: 29
sky130_fd_sc_hd__and2_1: 4
sky130_fd_sc_hd__a221oi_1: 9
sky130_fd_sc_hd__nand3_1: 20
sky130_fd_sc_hd__a22oi_1: 8
sky130_fd_sc_hd__nand2_1: 70
sky130_fd_sc_hd__mux2i_1: 17
sky130_fd_sc_hd__ha_1: 15
sky130_fd_sc_hd__o22ai_1: 8
sky130_fd_sc_hd__mux2_2: 8
sky130_fd_sc_hd__o21ai_0: 31
sky130_fd_sc_hd__a31oi_1: 8
sky130_fd_sc_hd__nor3_1: 10
sky130_fd_sc_hd__mux4_2: 24
sky130_fd_sc_hd__nor2_1: 23
-- through the flow --
| step | instance area (µm²) | total power, mW |
|---|---|---|
| final | 9150 | 2.62 |
| after global placement | 8550 | 1.66 |
| after floorplan | 8020 | 1.51 |
| after global routing | 9150 | 2.72 |
| after detailed placement | 8550 | 1.66 |
| after CTS | 9150 | 2.64 |
-- worst max-delay path: cells and delay by family (launching register included) --
family	cells	cell delay, ns
flip-flops	1	0.83
buffers and inverters	1	0.70
adder cells (fa/ha/maj)	1	0.61
AND/OR/NAND/NOR	2	0.55
multiplexers	1	0.35
-- how the worst min path moves through the flow --
stage / startpoint / end / slack [ns] / cells after the start
6_report: empty / empty / 0.49 / 2
5_1_grt: empty / empty / 0.51 / 2
4_1_cts: empty / empty / 0.49 / 2
-- layer usage --
layer,part of all wire,vias to the layer above
met5,0,-
met4,0.015,0
met3,0.10,19
met2,0.46,275
met1,0.42,2808
li1,-,2550
-- cell type report --
class | instances | share of cell area
Clock buffer | 17 | 0.0465
Clock inverter | 15 | 0.0189
Inverter | 15 | 0.00616
Multi-Input combinational cell | 431 | 0.365
Sequential cell | 151 | 0.484
Tap cell | 335 | 0.0458
Timing Repair Buffer | 32 | 0.0337
-- flip-flops by register name, summed over array words and instances (netlist names) --
register and flops:
full 1, read_ptr 4, empty 1, memory 128, data_o 8, count 5, write_ptr 4
-- cells in the final DEF (no fill, tap or decap), types with 10 or more instances in the layout --
master                              n
sky130_fd_sc_hd__mux4_2            24
sky130_fd_sc_hd__dfrtp_1           21
sky130_fd_sc_hd__nor2b_1           10
sky130_fd_sc_hd__o21ai_0           31
sky130_fd_sc_hd__clkdlybuf4s50_1   22
sky130_fd_sc_hd__o2bb2ai_1         76
sky130_fd_sc_hd__nor2_1            23
sky130_fd_sc_hd__nand3_1           20
sky130_fd_sc_hd__mux2i_1           17
sky130_fd_sc_hd__clkbuf_16         17
sky130_fd_sc_hd__ha_1              15
sky130_fd_sc_hd__inv_1             13
sky130_fd_sc_hd__edfxtp_1         128
sky130_fd_sc_hd__a21oi_1           11
sky130_fd_sc_hd__a22o_1            29
sky130_fd_sc_hd__nand2_1           70
sky130_fd_sc_hd__nor3_1            10
sky130_fd_sc_hd__nand2b_1          13
-- logic make-up after synthesis --
logic type | after synthesis | synth area share
xor+xnor | 8 | 0.00967
compound gates | 190 | 0.182
mux | 50 | 0.101
fa+ha+maj | 15 | 0.0234
simple gates | 168 | 0.100
buf+inv | 59 | 0.0326
flops | 151 | 0.551
No activity file was given, so power comes from the tool's default toggle rates.

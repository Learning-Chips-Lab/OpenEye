### flow/run.sh
#!/bin/bash
# OpenROAD 26Q1-2900-gdf79404cd8, Yosys 0.63+post, stock flow scripts
make -C /OpenROAD-flow-scripts/flow DESIGN_CONFIG=/design/flow/config.mk WORK_HOME=/design/flow/orfs finish
### flow/config.mk
export PLATFORM = sky130hd
export DESIGN_NAME = SPad_SP
export DESIGN_NICKNAME = SPad_SP
export VERILOG_FILES = /design/flow/design.v
export SDC_FILE = /design/flow/constraint.sdc
export NUM_CORES = 4
export LEC_CHECK = 1
export CORE_UTILIZATION = 50
export SYNTH_MEMORY_MAX_BITS = 65536
### flow/constraint.sdc
current_design SPad_SP

set clk_period 40.5
set clk_io_pct 0.2

create_clock -name clk0 -period $clk_period [get_ports {clk_i}]

set non_clock_inputs [all_inputs -no_clocks]
set_input_delay [expr $clk_period * $clk_io_pct] -clock clk0 $non_clock_inputs
set_output_delay [expr $clk_period * $clk_io_pct] -clock clk0 [all_outputs]
### flow/design.v
`timescale 1ns / 1ps
module SPad_SP
#( 
  parameter DATA_WIDTH = 8,
  parameter ADDR_WIDTH = 10,
  parameter Implementation = 0
) ( 
  input                           clk_i,
  input                      re_i,
  input                      we_i,
  input   [ADDR_WIDTH-1:0]   addr_i,
  input   [DATA_WIDTH-1:0]   data_i,
  output  [DATA_WIDTH-1:0]   data_o
);
  RAM_SP #(
    .AddrWidth      (ADDR_WIDTH),
    .DataWidth      (DATA_WIDTH),
    .Pipelined      (0),
    .Implementation (Implementation)
  ) ram (
    .clk_i          (clk_i),
    .rd_en_i        (re_i),
    .wr_en_i        (we_i),
    .addr_i         (addr_i),
    .data_i         (data_i),
    .data_o         (data_o)
  );
endmodule
module RAM_SP 
#(
    parameter AddrWidth = 16,
    parameter DataWidth = 32,
    parameter Pipelined = 0,
    parameter Implementation = 0
) (
    input   wire                        clk_i,
    input   wire                        rd_en_i,
    input   wire                        wr_en_i,
    input   wire    [AddrWidth-1:0]     addr_i,
    input   wire    [DataWidth-1:0]     data_i,
    output  wire    [DataWidth-1:0]     data_o
);
    wire                    clk;
    wire                    cen;
    wire                    rdwen;
    wire  [AddrWidth-1:0]   addr;
    wire  [DataWidth-1:0]   d;
    wire  [DataWidth-1:0]   q;
    assign clk          = clk_i;
    assign cen          = !(rd_en_i || wr_en_i);
    assign rdwen        = !wr_en_i;
    assign addr         = addr_i;
    assign d            = data_i;
    assign data_o = q;
        RAM_SP_generic #(
            .AddrWidth          (AddrWidth),
            .DataWidth          (DataWidth),
            .Pipelined          (Pipelined)
        ) impl (
            .clk                (clk),
            .cen                (cen),
            .rdwen              (rdwen),
            .a                  (addr),
            .d                  (d),
            .q                  (q)
        );
endmodule
module RAM_SP_generic 
#(
    parameter AddrWidth = 12,
    parameter DataWidth = 8,
    parameter Pipelined = 0
) (
    input  wire                     clk,
    input  wire                     cen,
    input  wire                     rdwen,
    input  wire  [AddrWidth-1:0]    a,
    input  wire  [DataWidth-1:0]    d,
    output reg   [DataWidth-1:0]    q
);
    reg     [DataWidth-1:0]     mem[(2**AddrWidth)-1];
    reg     [DataWidth-1:0]     memout;
    generate
    if (Pipelined) begin 
        always @(posedge clk) q <= memout;
    end else begin
        always @* q = memout;
    end
    endgenerate
    always @(posedge clk) begin
        if (!cen && !rdwen) begin
            mem[a] <= d;
        end
    end
    always @(posedge clk) begin
        if (!cen && rdwen) begin
            memout <= mem[a];
        end
    end
endmodule
==> impl_metrics.tcl <==
# yosys + openroad results
set metrics [dict create \
    setup_slack_ns 23.99 \
    cts_sinks 8192 \
    layout-drive-gt1-share_pct 13.3 \
    async_flop_share_pct 0 \
    skew_ns 0.0541 \
    drt_wl_total_um 902000 \
    ys_warn_count 1 \
    layout_min_cycle_time_ns 16.51 \
    placed_cells_incl_taps 25000 \
    drc 0 \
    wl_per_cell_um 33.9 \
    syn_area_mm2 0.316 \
    fp.dieH_um 797 \
    grt_pass1_wl_um 1270000 \
    end_kind "flop" \
    numPortBuffers 28 \
    vdd_drop_max_mv 0.0453 \
    p_switching_uw 3700 \
    fin_total_pwr_uw 17100 \
    coreArea_mm2 0.629 \
    yosys_most_used_dff "edfxtp_1" \
    fp_util_pct 50.3 \
    hp-class "flop to flop" \
    vias 163000 \
    slew_viol_final 0 \
    rsz0062_at_grt "no" \
    final_cell_mix "8192 x edfxtp_1, 3149 x mux2i_1, 1415 x o22ai_1" \
    switching_share_pct 21.6 \
    fmax_mhz 60.6 \
    rows 291 \
    cts_setup_buffers 0 \
    status "finished, final reports clean" \
    cp_top_family "buffers and inverters" \
    max_slew.worst_pin.slew_ns 1.25 \
    layout.cells.non_filler 26600 \
    topCellsByArea "edfxtp_1 78%, mux2i_1 10%, mux4_2 3.5%, o22ai_1 2.8%, nor2_1 1.4%" \
    yosys-stat-area_mm2 0.316 \
    path_buffers 10 \
    edf_count 8192 \
    pwr-share-seq_pct 54.5 \
    cts-root-buf "clkbuf_16" \
    start_kind "primary input" \
    ctsHoldBuffers 0 \
    lay_top_count "edfxtp_1" \
    worst-setup-path-type "primary input to flop" \
    preCtsSetupSlack_ns 22.93 \
    ys.flops 8192 \
    cp_data_arrival_time_ns 17.38 \
    maxCapViolCount 0 \
    cts_buffers 816 \
    whs_ns 1.06 \
    p_per_area_mw_per_mm2 48.5 \
    grt_max_degree 139 \
    p_comb_share_pct 4.5 \
    dr.first_iter.drc_count 11400 \
    crit_slowest_cell "o21ai_0" \
    finalClockPeriodUsage_pct 40.8 \
    cts_tree "done" \
    viasPerCell 6.12 \
    synth_cell_types 65 \
    relSlewSlack_pct 15.4 \
    path_cells "buf_16, buf_4, buf_4, buf_4, buf_4, buf_4, buf_4, buf_4, buf_4, buf_4, mux2i_1, o22ai_1, nor4_1, nand2_1, o21ai_0, o22ai_1, or4_1" \
    gp_congestion 0.903 \
    clkSlewWorstSetupHoldPaths_ns 0.06 \
    track_usage_pct 31.9 \
    first_global_vias 170000 \
    die_w_um 797 \
    critPathMaxStageDelay_ns 0.93 \
    hold_viol_final 0 \
    top_area_cell "edfxtp_1" \
    finalSetupTns_ns 0 \
    crit_fanout 86 \
    syn_avg_cell_area_um2 18.7 \
    area_growth_pct 11.7 \
    first_pass_iters 10 \
    setup_viol 0 \
    io-pin-count 29 \
    ys_cells 16900 \
    syn_inst 16900 \
    clock.latency.late_pin_ns 1.15 \
    synth_seq_share_pct 77.8 \
    hpwl_um 552000 \
    clockPowerShare_pct 41.0 \
    p_int_uw 13400 \
    antenna_found_initial 66 \
    grt_overflow_total 0 \
    critical_path.most_common_cell "buf_4" \
    power_leakage_uw 0.117 \
    clockBufferDepth 4 \
    cts_max_level 6 \
    warnings 82 \
    post_cts_resized 0 \
    ant_nets 0 \
    chip_area_mm2 0.635 \
    cp.required_ns 41.37 \
    top_area_share_pct 77.8 \
]
flip-flops by register name, summed over array words and instances (netlist names):
signal           cells
ram.impl.memout      8
ram.impl.mem      8184
cell usage after synthesis, drive strengths merged (2+ instances only):
cell     instances
a22oi          148
mux4           487
o211ai          78
nand3b           3
and4             6
mux2i         3149
and2            11
o22ai         1415
nor2b            9
buf            700
nand3           95
o2111ai         12
o21ai          123
and3             9
nor3            64
nand2b          11
or3              2
a221oi          44
a21oi           50
nand4           45
nor4           306
nor4bb           2
a221o            2
or4b             4
o22a            18
inv              2
nand4b           5
clkbuf         413
a31oi           21
or2              3
nor2          1150
a32oi            5
nand2          214
o221ai          19
mux2            15
or4             25
nor3b            4
a21o             6
a211oi          31
edfxtp        8192
a22o            28
a311oi           2
nand4bb          5
worst paths after layout:
check	start	end	slack, ns	cells after the start
worst min-delay path	ram.impl.mem[946][1]	ram.impl.memout[1]	1.06	5
worst max-delay path	addr_i[0]	ram.impl.memout[5]	23.99	17
worst min register to register	ram.impl.mem[946][1]	ram.impl.memout[1]	1.06	5
worst max register to register	ram.impl.mem[327][1]	ram.impl.memout[1]	36.06	8
kinds of logic after synthesis:
logic type,count (synthesis),share of synthesized area (%)
AND-OR/OR-AND,2009,4.12
buffers and inverters,1115,1.72
flip-flops,8192,77.8
multiplexers,3651,13.5
AND/OR/NAND/NOR,1975,2.82
metal layers:
| layer | wire length (µm) | share of wire (%) | global-route usage, % | vias up |
|---|---|---|---|---|
| met3 | 165000 | 18 | 24.9 | 1612 |
| met1 | 290000 | 32 | 41.5 | 81800 |
| li1 | - | - | - | 70100 |
| met4 | 37000 | 4.1 | 10.4 | 99 |
| met5 | 1550 | 0.17 | 2.19 | - |
| met2 | 408000 | 45 | 43.5 | 9191 |
metrics by stage:
stage | area, µm² | utilization (%)
6_report | 353000 | 56.1
3_3_place_gp | 328000 | 52.2
3_5_place_dp | 328000 | 52.2
4_1_cts | 353000 | 56.1
5_1_grt | 353000 | 56.1
2_1_floorplan | 316000 | -
area by class of cell:
| cell class | count | area (µm²) |
|---|---|---|
| diodes | 151 | 378 |
| clock buffers | 1038 | 21400 |
| clock inverters | 439 | 3190 |
| fillers | 46200 | 276000 |
| inverters | 2 | 12.5 |
| multi-input cells | 7635 | 65200 |
| flip-flops and latches | 8192 | 246000 |
| well taps | 8350 | 10400 |
| repair buffers | 780 | 6350 |
tightest hold or removal path: cells and delay by family, from the launching register on:
family,cells,cell delay [ns]
compound gates,2,0.29
flops,1,0.32
mux,1,0.06
simple gates,2,0.27
power by group through the flow:
stage | clock [µW] | combinational [µW] | sequential, µW
4_1_cts | 7110 | 765 | 9340
5_1_grt | 7430 | 811 | 9330
6_report | 7020 | 768 | 9340
Power figures rest on the tool's default switching activity, not on a simulated workload.

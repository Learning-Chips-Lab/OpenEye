<file path="run.sh">
#!/bin/bash
# OpenROAD 26Q1-2900-gdf79404cd8, Yosys 0.63+post, stock flow scripts
make -C /OpenROAD-flow-scripts/flow DESIGN_CONFIG=/design/flow/config.mk WORK_HOME=/design/flow/orfs finish
</file>
<file path="config.mk">
export PLATFORM = sky130hd
export DESIGN_NAME = router_psum
export DESIGN_NICKNAME = router_psum
export VERILOG_FILES = /design/flow/design.v
export SDC_FILE = /design/flow/constraint.sdc
export NUM_CORES = 4
export LEC_CHECK = 1
export CORE_AREA = 10 10 81 81
export DIE_AREA = 0 0 91 91
</file>
<file path="constraint.sdc">
current_design router_psum

set clk_period 6.5
set clk_io_pct 0.2

create_clock -name clk0 -period $clk_period

set non_clock_inputs [all_inputs -no_clocks]
set_input_delay [expr $clk_period * $clk_io_pct] -clock clk0 $non_clock_inputs
set_output_delay [expr $clk_period * $clk_io_pct] -clock clk0 [all_outputs]
</file>
<file path="design.v">
`timescale 1ns / 1ps
module router_psum
#(
  parameter integer DATA_WIDTH     = 20
) (
  input   [2:0]            router_mode_i,
  output                   ready_src_port_0,
  input   [DATA_WIDTH-1:0] data_src_port_0,
  input                    enable_src_port_0,
  output                   ready_src_port_1,
  input   [DATA_WIDTH-1:0] data_src_port_1,
  input                    enable_src_port_1,
  output                   ready_src_port_2,
  input   [DATA_WIDTH-1:0] data_src_port_2,
  input                    enable_src_port_2,
  input                    ready_dst_port_0,
  output  [DATA_WIDTH-1:0] data_dst_port_0,
  output                   enable_dst_port_0,
  input                    ready_dst_port_1,
  output  [DATA_WIDTH-1:0] data_dst_port_1,
  output                   enable_dst_port_1,
  input                    ready_dst_port_2,
  output  [DATA_WIDTH-1:0] data_dst_port_2,
  output                   enable_dst_port_2
);
  wire [1:0] l_status;
  wire       h_status;
  assign {h_status,l_status} = router_mode_i;
  wire e00;
  wire e01;
  wire e02;
  wire e10;
  wire e11;
  wire e12;
  wire e20;
  wire e21;
  wire e22;
  wire r00;
  wire r01;
  wire r02;
  wire r10;
  wire r11;
  wire r12;
  wire r20;
  wire r21;
  wire r22;
  assign data_dst_port_0 = ({DATA_WIDTH{e00}}               & data_src_port_0)
                         | ({DATA_WIDTH{~e00 & e10}}        & data_src_port_1)
                         | ({DATA_WIDTH{~e00 & ~e10 & e20}} & data_src_port_2);
  assign data_dst_port_1 = ({DATA_WIDTH{e01}}               & data_src_port_0)
                         | ({DATA_WIDTH{~e01 & e11}}        & data_src_port_1)
                         | ({DATA_WIDTH{~e01 & ~e11 & e21}} & data_src_port_2);
  assign data_dst_port_2 = ({DATA_WIDTH{e02}}               & data_src_port_0)
                         | ({DATA_WIDTH{~e02 & e12}}        & data_src_port_1)
                         | ({DATA_WIDTH{~e02 & ~e12 & e22}} & data_src_port_2);
  assign enable_dst_port_0 = e00 | e10 | e20;
  assign enable_dst_port_1 = e01 | e11 | e21;
  assign enable_dst_port_2 = e02 | e12 | e22;
  assign ready_src_port_0 = r01 & r02;
  assign ready_src_port_1 = r10 & r12;
  assign ready_src_port_2 = r20 & r21 & r22;
  assign e00 = (router_mode_i[2:0] == 3'd0) ? 0 :
               (router_mode_i[2:0] == 3'd1) ? 0 :
               (router_mode_i[2:0] == 3'd2) ? 0 :
               (router_mode_i[2:0] == 3'd3) ? 0 :
               (router_mode_i[2:0] == 3'd4) ? 0 :
               (router_mode_i[2:0] == 3'd5) ? 0 :
               (router_mode_i[2:0] == 3'd6) ? 0 :
               (router_mode_i[2:0] == 3'd7) ? 0 : 0;
  assign e01 = (router_mode_i[2:0] == 3'd0) ? enable_src_port_0 :
               (router_mode_i[2:0] == 3'd1) ? 0 :
               (router_mode_i[2:0] == 3'd2) ? 0 :
               (router_mode_i[2:0] == 3'd3) ? 0 :
               (router_mode_i[2:0] == 3'd4) ? enable_src_port_0 :
               (router_mode_i[2:0] == 3'd5) ? 0 :
               (router_mode_i[2:0] == 3'd6) ? 0 :
               (router_mode_i[2:0] == 3'd7) ? enable_src_port_0 : 0;
  assign e02 = (router_mode_i[2:0] == 3'd0) ? 0 :
               (router_mode_i[2:0] == 3'd1) ? 0 :
               (router_mode_i[2:0] == 3'd2) ? 0 :
               (router_mode_i[2:0] == 3'd3) ? 0 :
               (router_mode_i[2:0] == 3'd4) ? 0 :
               (router_mode_i[2:0] == 3'd5) ? enable_src_port_0 :
               (router_mode_i[2:0] == 3'd6) ? enable_src_port_0 :
               (router_mode_i[2:0] == 3'd7) ? 0 : 0;
  assign e10 = (router_mode_i[2:0] == 3'd0) ? enable_src_port_1 :
               (router_mode_i[2:0] == 3'd1) ? 0 :
               (router_mode_i[2:0] == 3'd2) ? 0 :
               (router_mode_i[2:0] == 3'd3) ? 0 :
               (router_mode_i[2:0] == 3'd4) ? enable_src_port_1 :
               (router_mode_i[2:0] == 3'd5) ? enable_src_port_1 :
               (router_mode_i[2:0] == 3'd6) ? 0 :
               (router_mode_i[2:0] == 3'd7) ? 0 : 0;
  assign e11 = (router_mode_i[2:0] == 3'd0) ? 0 :
               (router_mode_i[2:0] == 3'd1) ? 0 :
               (router_mode_i[2:0] == 3'd2) ? 0 :
               (router_mode_i[2:0] == 3'd3) ? 0 :
               (router_mode_i[2:0] == 3'd4) ? 0 :
               (router_mode_i[2:0] == 3'd5) ? 0 :
               (router_mode_i[2:0] == 3'd6) ? 0 :
               (router_mode_i[2:0] == 3'd7) ? 0 : 0;
  assign e12 = (router_mode_i[2:0] == 3'd0) ? 0 :
               (router_mode_i[2:0] == 3'd1) ? enable_src_port_1 :
               (router_mode_i[2:0] == 3'd2) ? 0 :
               (router_mode_i[2:0] == 3'd3) ? 0 :
               (router_mode_i[2:0] == 3'd4) ? 0 :
               (router_mode_i[2:0] == 3'd5) ? 0 :
               (router_mode_i[2:0] == 3'd6) ? 0 :
               (router_mode_i[2:0] == 3'd7) ? 0 : 0;
  assign e20 = (router_mode_i[2:0] == 3'd0) ? 0 :
               (router_mode_i[2:0] == 3'd1) ? 0 :
               (router_mode_i[2:0] == 3'd2) ? 0 :
               (router_mode_i[2:0] == 3'd3) ? 0 :
               (router_mode_i[2:0] == 3'd4) ? 0 :
               (router_mode_i[2:0] == 3'd5) ? 0 :
               (router_mode_i[2:0] == 3'd6) ? enable_src_port_2 :
               (router_mode_i[2:0] == 3'd7) ? enable_src_port_2 : 0;
  assign e21 = (router_mode_i[2:0] == 3'd0) ? 0 :
               (router_mode_i[2:0] == 3'd1) ? 0 :
               (router_mode_i[2:0] == 3'd2) ? 0 :
               (router_mode_i[2:0] == 3'd3) ? enable_src_port_2 :
               (router_mode_i[2:0] == 3'd4) ? 0 :
               (router_mode_i[2:0] == 3'd5) ? 0 :
               (router_mode_i[2:0] == 3'd6) ? 0 :
               (router_mode_i[2:0] == 3'd7) ? 0 : 0;
  assign e22 = (router_mode_i[2:0] == 3'd0) ? 0 :
               (router_mode_i[2:0] == 3'd1) ? 0 :
               (router_mode_i[2:0] == 3'd2) ? enable_src_port_2 :
               (router_mode_i[2:0] == 3'd3) ? 0 :
               (router_mode_i[2:0] == 3'd4) ? 0 :
               (router_mode_i[2:0] == 3'd5) ? 0 :
               (router_mode_i[2:0] == 3'd6) ? 0 :
               (router_mode_i[2:0] == 3'd7) ? 0 : 0;
  assign r00 = (router_mode_i[2:0] == 3'd0) ? 1 :
               (router_mode_i[2:0] == 3'd1) ? 0 :
               (router_mode_i[2:0] == 3'd2) ? 0 :
               (router_mode_i[2:0] == 3'd3) ? 0 :
               (router_mode_i[2:0] == 3'd4) ? 1 :
               (router_mode_i[2:0] == 3'd5) ? 1 :
               (router_mode_i[2:0] == 3'd6) ? 1 :
               (router_mode_i[2:0] == 3'd7) ? 1 : 0;
  assign r10 = (router_mode_i[2:0] == 3'd0) ? ready_dst_port_0 :
               (router_mode_i[2:0] == 3'd1) ? 1 :
               (router_mode_i[2:0] == 3'd2) ? 0 :
               (router_mode_i[2:0] == 3'd3) ? 0 :
               (router_mode_i[2:0] == 3'd4) ? ready_dst_port_0 :
               (router_mode_i[2:0] == 3'd5) ? ready_dst_port_0 :
               (router_mode_i[2:0] == 3'd6) ? 0 :
               (router_mode_i[2:0] == 3'd7) ? 0 : 0;
  assign r20 = (router_mode_i[2:0] == 3'd0) ? 0 :
               (router_mode_i[2:0] == 3'd1) ? 0 :
               (router_mode_i[2:0] == 3'd2) ? 1 :
               (router_mode_i[2:0] == 3'd3) ? 1 :
               (router_mode_i[2:0] == 3'd4) ? 0 :
               (router_mode_i[2:0] == 3'd5) ? 0 :
               (router_mode_i[2:0] == 3'd6) ? ready_dst_port_0 :
               (router_mode_i[2:0] == 3'd7) ? ready_dst_port_0 : 0;
  assign r01 = (router_mode_i[2:0] == 3'd0) ? ready_dst_port_1 :
               (router_mode_i[2:0] == 3'd1) ? 0 :
               (router_mode_i[2:0] == 3'd2) ? 0 :
               (router_mode_i[2:0] == 3'd3) ? 0 :
               (router_mode_i[2:0] == 3'd4) ? ready_dst_port_1 :
               (router_mode_i[2:0] == 3'd5) ? 1 :
               (router_mode_i[2:0] == 3'd6) ? 1 :
               (router_mode_i[2:0] == 3'd7) ? ready_dst_port_1 : 0;
  assign r11 = (router_mode_i[2:0] == 3'd0) ? 1 :
               (router_mode_i[2:0] == 3'd1) ? 1 :
               (router_mode_i[2:0] == 3'd2) ? 0 :
               (router_mode_i[2:0] == 3'd3) ? 0 :
               (router_mode_i[2:0] == 3'd4) ? 1 :
               (router_mode_i[2:0] == 3'd5) ? 1 :
               (router_mode_i[2:0] == 3'd6) ? 0 :
               (router_mode_i[2:0] == 3'd7) ? 0 : 0;
  assign r21 = (router_mode_i[2:0] == 3'd0) ? 0 :
               (router_mode_i[2:0] == 3'd1) ? 0 :
               (router_mode_i[2:0] == 3'd2) ? 1 :
               (router_mode_i[2:0] == 3'd3) ? ready_dst_port_1 :
               (router_mode_i[2:0] == 3'd4) ? 0 :
               (router_mode_i[2:0] == 3'd5) ? 0 :
               (router_mode_i[2:0] == 3'd6) ? 1 :
               (router_mode_i[2:0] == 3'd7) ? 1 : 0;
  assign r02 = (router_mode_i[2:0] == 3'd0) ? 1 :
               (router_mode_i[2:0] == 3'd1) ? 1 :
               (router_mode_i[2:0] == 3'd2) ? 0 :
               (router_mode_i[2:0] == 3'd3) ? 0 :
               (router_mode_i[2:0] == 3'd4) ? 1 :
               (router_mode_i[2:0] == 3'd5) ? ready_dst_port_2 :
               (router_mode_i[2:0] == 3'd6) ? ready_dst_port_2 :
               (router_mode_i[2:0] == 3'd7) ? 1 : 0;
  assign r12 = (router_mode_i[2:0] == 3'd0) ? 1 :
               (router_mode_i[2:0] == 3'd1) ? ready_dst_port_2 :
               (router_mode_i[2:0] == 3'd2) ? 0 :
               (router_mode_i[2:0] == 3'd3) ? 0 :
               (router_mode_i[2:0] == 3'd4) ? 1 :
               (router_mode_i[2:0] == 3'd5) ? 1 :
               (router_mode_i[2:0] == 3'd6) ? 0 :
               (router_mode_i[2:0] == 3'd7) ? 0 : 0;
  assign r22 = (router_mode_i[2:0] == 3'd0) ? 0 :
               (router_mode_i[2:0] == 3'd1) ? 0 :
               (router_mode_i[2:0] == 3'd2) ? ready_dst_port_2 :
               (router_mode_i[2:0] == 3'd3) ? 1 :
               (router_mode_i[2:0] == 3'd4) ? 0 :
               (router_mode_i[2:0] == 3'd5) ? 0 :
               (router_mode_i[2:0] == 3'd6) ? 1 :
               (router_mode_i[2:0] == 3'd7) ? 1 : 0;
endmodule
</file>
==> out/qor.tcl <==
set qor(track_usage) 0.137
set qor(hold_path.class) {input pin to output pin}
set qor(antenna_cells_inserted) 0
set qor(placed_cells) 313
set qor(final-hold-violation-count) 0
set qor(grt_first_pass_wirelength_um) 9280
set qor(vdd.ir_drop.worst_v) 0.0000274
set qor(final_util) 0.487
set qor(cellPowerDensity_nw_per_um2) 59.0
set qor(route.detailed.drc) 0
set qor(grt_overflow_total) 0
set qor(drt_wl_total_um) 6280
set qor(power.static_leakage_nw) 0.910
set qor(setup.worst_path.end_class) {output pin}
set qor(synth.cell_area_um2) 971
set qor(dp_slack_ns) 1.69
set qor(post-dp-hpwl_um) 4950
set qor(combGateArea_um2) 866
set qor(rsz_0062_raised_after_global_routing) {false}
set qor(clock_buffer_count) 0
set qor(clock_power_share) 0
set qor(seq_area_frac_synth) 0
set qor(final.period_utilization) 0.731
set qor(seq_cell_count) 0
set qor(final_setup_violations) 0
set qor(setup.worst_path.class) {input pin to output pin}
set qor(worstSetupStartpointType) {input pin}
set qor(row_count) 25
set qor(first_pass_iters) 4
set qor(floorplan.initialDensity) 0.202
set qor(post_route_cells_drive_above_1_share) 0.0407
set qor(post_synth_num_cell_types) 20
set qor(antenna_found_initial) 0
set qor(cp_data_arrival_time_ns) 3.45
set qor(post_synth.cell_area_avg_um2) 8.02
set qor(die_h_um) 91
set qor(drt-vias-per-instance) 4.85
set qor(n_fill_cell) 496
set qor(worst-endpoint-required_ns) 5.20
set qor(openroad.warnings) 32
set qor(seq_area_um2) 0
set qor(max_clock_freq_mhz) 210
set qor(p_int_w) 0.0000974
set qor(die-area_um2) 8280
set qor(relSlewSlack) 0.740
set qor(cts_resized) 0
set qor(synth.yosys.chip_area_um2) 971
set qor(final_wtd_congestion) 0.765
set qor(maxSlewViolCount) 0
set qor(cts_hold_repair.buffers) 0
set qor(layout.cell_area.non_filler_um2) 2350
set qor(ys_cells) 121
set qor(grt_max_degree) 22
set qor(net-switching-power_w) 0.0000409
set qor(area_delta_synth_final_pct) 142
set qor(fin_ws_ns) 1.75
set qor(synth.yosys.warnings) 0
set qor(postCtsSetupRepairBufs) 0
set qor(sequentialPowerShare) 0
set qor(floorplan.core_area_um2) 4820
set qor(worst_pin_slew_ns) 0.389
set qor(period_minus_slack_ns) 4.75
set qor(power_switching_share) 0.295
set qor(vias) 1517
set qor(totalNegativeSetupSlack_ns) 0
set qor(max_cap_viol_count) 0
set qor(final_cells) 313
set qor(place.port_buffers) 135
set qor(postRouteAntennaNets) 0
set qor(crit_path_max_fanout) 12
set qor(combinationalPowerShare) 1.000
set qor(routed_wire_length_per_instance_um) 20.1
set qor(netlist_instances) 121
set qor(die_w_um) 91
set qor(boundaryPins) 135
set qor(outcome) {finished clean}
set qor(drt_iter0_markers) 46
set qor(vias_in_the_first_global_route) 1515
set qor(placed_cell_area_um2) 2350
-- power groups by stage --
stage / sequential, W / combinational (W) / clock (W)
after CTS: 0 / 0.000141 / 0
after global routing: 0 / 0.000149 / 0
final: 0 / 0.000138 / 0
-- through the flow --
| stage | power [W] | hold WS, ns |
|---|---|---|
| after floorplan | 0.0000356 | 2.67 |
| after global placement | 0.000141 | 3.63 |
| after detailed placement | 0.000140 | 3.62 |
| after CTS | 0.000141 | 3.63 |
| after global routing | 0.000149 | 3.65 |
| final | 0.000138 | 3.61 |
-- worst paths after layout --
| path | start | end | slack, ns | cells past startpoint |
|---|---|---|---|---|
| setup / recovery | router_mode_i[1] | data_dst_port_0[1] | 1.75 | 6 |
| hold / removal | ready_dst_port_0 | ready_src_port_1 | 3.61 | 4 |
-- final cells by class --
| class | count | share of cell area |
|---|---|---|
| multi-input combinational | 105 | 0.369 |
| tap | 67 | 0.0357 |
| timing repair buffer | 141 | 0.595 |
-- synth_stat cells, types with 2 or more instances --
cell,count,area share
mux2i_1,3,0.031
buf_6,4,0.046
and2_1,21,0.14
a22o_1,41,0.37
buf_2,12,0.062
nor2_1,3,0.012
nand2_1,3,0.012
a221o_1,20,0.21
or2_1,2,0.013
and3_1,2,0.013
-- critical path, cell delays in order --
cell and delay (ns):
clkdlybuf4s50_1 0.57, nand2b_1 0.25, and2b_1 0.43, buf_4 0.27
a22o_1 0.16, clkdlybuf4s50_1 0.46
-- metal layers --
layer	part of all wire	global-route usage	vias to the layer above
met5	0	0	-
met4	0	0	0
met3	0.066	0.0307	0
met2	0.55	0.271	56
met1	0.38	0.151	706
li1	-	-	755
-- layout by cell type (no fill, tap or decap), drive strengths merged --
master and n:
and2 21, clkdlybuf4s50 135, o21ai 1, o21a 1
xor2 1, nor4bb 1, a221o 20, mux2i 3
nand2b 2, nor2 4, a22o 41, buf 6
and3 3, or3 1, nand2 3, or2 2
and2b 1
-- kinds of logic (layout without fill, tap and decap cells) --
kind of cell	count (synthesis)	in the layout	share of synthesized area
and+or+nand+nor	38	38	0.263
buffers and inverters	16	141	0.108
muxes	3	3	0.0309
xor gates and xnor gates	1	1	0.00902
AOI/OAI and AO/OA	63	63	0.589
No activity file was given, so power comes from the tool's default toggle rates.
